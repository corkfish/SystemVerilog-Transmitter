$ cat design/flow/design.v
`timescale 1ns / 1ps
`default_nettype none
module debounce(
 input wire logic clk, reset, noisy,
 output logic debounced);
 logic timerDone, clrTimer;
 logic [18:0] useless;
 typedef enum logic [1:0] {s0, s1, s2, s3, ERR='X} stateType;
 stateType ns, cs;
 always_comb
 begin
 ns = ERR;
 clrTimer = 0;
 debounced = 0;
 if(reset)
 begin
 ns = s0;
 clrTimer = 1;
 end
 else
 case(cs)
 s0: begin
 clrTimer = 1;
 if(noisy)
 ns = s1;
 else
 ns = s0;
 end
 s1: if(noisy && timerDone)
 ns = s2;
 else if(noisy && ~timerDone)
 ns = s1;
 else
 ns = s0;
 s2: begin
 debounced = 1;
 clrTimer = 1;
 if(~noisy)
 ns = s3;
 else
 ns = s2;
 end
 s3: begin
 debounced = 1;
 if(~noisy && timerDone)
 ns = s0;
 else if(~noisy && ~timerDone)
 ns = s3;
 else
 ns = s2;
 end
 endcase
 end
 always_ff@(posedge clk)
 cs <= ns;
 mod_counter #(500001, 19) counter(.clk(clk), .reset(clrTimer),
.increment(1'b1), .rolling_over(timerDone), .count(useless));
endmodule
`timescale 1ns / 1ps
`default_nettype none
module mod_counter #(MOD_VALUE=10, WID=4)(
 input wire logic clk, reset, increment,
 output logic rolling_over,
 output logic [(WID-1):0] count);
 always_ff@(posedge clk)
 if(reset)
 count <= 0;
 else if(increment && count==(MOD_VALUE-1))
 count <= 0;
 else if(increment)
 count <= count + 1;
 assign rolling_over = (increment && count==(MOD_VALUE-1)) ? 1: 0;
endmodule
$ cat design/flow/run.sh
#!/bin/bash
# OpenROAD 26Q1-2900-gdf79404cd8, Yosys 0.63+post, stock flow scripts
make -C /OpenROAD-flow-scripts/flow DESIGN_CONFIG=/design/flow/config.mk WORK_HOME=/design/flow/orfs finish
$ cat design/flow/config.mk
export PLATFORM = sky130hd
export DESIGN_NAME = debounce
export DESIGN_NICKNAME = debounce
export VERILOG_FILES = /design/flow/design.v
export SDC_FILE = /design/flow/constraint.sdc
export NUM_CORES = 4
export LEC_CHECK = 1
export CORE_AREA = 10 10 104 104
export DIE_AREA = 0 0 114 114
$ cat design/flow/constraint.sdc
current_design debounce

set clk_period 2.5
set clk_io_pct 0.2

create_clock -name clk0 -period $clk_period [get_ports {clk}]

set non_clock_inputs [all_inputs -no_clocks]
set_input_delay [expr $clk_period * $clk_io_pct] -clock clk0 $non_clock_inputs
set_output_delay [expr $clk_period * $clk_io_pct] -clock clk0 [all_outputs]
==> reports/results.ini <==
[final_timing]
grt_setup_unrepaired=no
tightest_slew_ns=0.542
fin_crit_sh=0.849
max_clock_freq_mhz=471
setup_tns_ns=0
drv_slew=0
slew_headroom=0.636
hold_viol_final=0
setup_viol=0
finClkSkew_ns=0.00212
period_needed_ns=2.12

[cts]
root_buffer=clkbuf_8
postCtsSetupRepairBufs=0
clk_path_buf_depth=2
htreeDepth=1
post_cts_resized=0
path_clk_slew_ns=0.08
cts_tree=built
numCtsBuffers=3
ctsHoldBuffers=0
clk_latency_ns=0.26
clock-sinks=23

[finish]
syn2layout_area_growth_pct=17.7
post-route-cell-area_mm2=0.00125
drive_gt1_frac=0.0484

[setup_path]
critPathLaunchType=primary input
worstSetupPathType=primary input to output pin
crit_fanout=5
crit_path_end_kind=output pin
r2r-end=counter.count[8]
r2r_start=counter.count[3]
critical_path_arrival_ns=1.62
cp.required_ns=2.00
cp-endpoint=debounced
reg2reg_slack_ns=0.55
startpoint=reset
rr_worst_depth=4

[synthesis]
synth-xor-area-share=0.116
syn_area_per_cell_um2=8.92
muxShareOfSynthArea=0.00943
ff_type=dfxtp_1
yosysSeqAreaShare=0.434
synth_area_mm2=0.00106
top_cell=nor2_1
yosysTopAreaCell=dfxtp_1
yosysTopAreaCellShare=0.434
simple_gate_area_frac=0.308
synthAoiAreaFrac=0.0708
netlist_top_cells_count=24 x nor2_1, 23 x dfxtp_1, 9 x xnor2_1
fa_ha_area_frac=0.0236
yosysCellCount=119
ys.flops=23
yosys_warnings=2
ys_types=29
synth_async_sr_flop_share=0
edf_count=0
yosys_area_mm2=0.00106
area_leaders=dfxtp_1 43%, nor2_1 8.5%, xnor2_1 7.4%
synth_cells=119
logic_family=simple AND/OR/NAND/NOR gates

[route]
ant_nets=0
routed_wl_um=1770
drc_errors=0
vias=811
wire_per_inst_um=7.63
antenna_cells=0
vias_per_cell=3.50
dr.pass1.iters=4
first_iter_violations=51

[power_and_ir_drop]
leakage_nw=0.350
ir_drop_mv=0.331
power_w=0.000615
p_per_area_mw_per_mm2=493

[placed_design]
port_buffers=3
place.gp.congestion=0.818
hpwl_um=1310
placed_area_mm2=0.00120

[floorplan]
fp_util=0.122
dieArea_mm2=0.0130
row_count=34
die_h_um=114
core_area_mm2=0.00868
die_w_um=114
io_pins=4

[global_routing]
grt_start_max_net_pins=18
grt_pass1_vias=837
grt_use_total=0.0293
antenna_found_initial=0
grt-ovfl-total=0
grt_pass1_wl_um=3470

[outcome]
status=finished, final reports clean

[flow_run]
openroad.warnings=26
cap_viol_max_count=0

[min_path]
hp-class=register to register

## kinds of logic after synthesis
| group | count (synthesis) |
|---|---|
| compound gates | 10 |
| xor+xnor | 14 |
| fa+ha+maj | 2 |
| buf+inv | 7 |
| flops | 23 |
| mux | 1 |
| simple gates | 62 |
## report_power, final
group	leakage, nW	internal [W]	switching [W]
registers	0.186	0.000369	0.00000295
logic	0.141	0.00000730	0.0000103
clock network	0.0228	0.000114	0.000112
## area by class of cell
class	count	area [µm²]
clock buffer	4	45.0
timing repair buffer	3	30.0
inverter	5	18.8
sequential	23	460
multi-input combinational	89	559
fill	997	7430
tap	108	135
## stage by stage
step,setup slack (ns),hold slack [ns],std cells,util
after detailed placement,0.362,0.455,228,0.139
after global placement,0.379,0.441,228,0.139
after floorplan,0.688,0.426,119,-
after global routing,0.321,0.507,232,0.144
after CTS,0.361,0.473,232,0.144
final,0.378,0.467,232,0.144
## cells in the final DEF (no fill, tap or decap), types with 3 or more instances in the layout
| cell type | Yosys | final |
|---|---|---|
| nand4_1 | 3 | 3 |
| clkbuf_8 | 0 | 3 |
| clkdlybuf4s50_1 | 0 | 3 |
| nand2_1 | 7 | 7 |
| nor2_1 | 24 | 24 |
| a21oi_1 | 3 | 3 |
| dfxtp_1 | 23 | 23 |
| inv_1 | 5 | 5 |
| nand3_1 | 7 | 7 |
| nor4b_1 | 3 | 3 |
| o21ai_0 | 3 | 3 |
| xor2_1 | 5 | 5 |
| xnor2_1 | 9 | 9 |
| nor4_1 | 5 | 5 |
## sequential cells by signal, summed over array words and instances (netlist names)
name	count
counter.count	19
cs	4
## worst max-delay path, stage by stage
cell and delay, ns:
clkdlybuf4s50_1 0.47, nor2_1 0.16, clkdlybuf4s50_1 0.48
## how the worst min path moves through the flow
stage         cells past startpoint  endpoint   from  slack, ns
global route                      2     cs[2]  cs[0]       0.51
finish                            2     cs[2]  cs[0]       0.47
CTS                               2     cs[2]  cs[0]       0.47
## routing by layer
metal  vias up  global-route usage  part of all wire
met3         0             0.00744             0.033
met4         0            0.000835                 0
met2         4              0.0494              0.45
met1       378              0.0390              0.52
li1        429                   -                 -
met5         -                   0                 0
Power figures rest on the tool's default switching activity, not on a simulated workload.
