`design/flow/design.v`:
```
`timescale 1ns / 1ps
`default_nettype none
module tx(
        input wire logic clk, Reset, Send,
        input wire logic [7:0] Din,
        output logic Sent, Sout);
        logic timerDone, clrTimer, startBit, dataBit, parityBit, incBit, clrBit, bitDone;
        logic [2:0] bitNum;
        logic [13:0] Q;
        typedef enum logic [2:0] {IDLE, START, BITS, PAR, STOP, ACK, ERR='X} stateType;
        stateType ns, cs;
        always_ff @ (posedge clk)
            if(Reset || clrTimer)
                Q <= 0;
            else if(Q == 5208 && ~Reset)
                    Q <= 0;
            else
                Q <= Q + 1;
       assign timerDone = (Q == 5208 && ~Reset) ? 1'b1 : 1'b0; 
       always_ff @ (posedge clk)
            if(clrBit)
                bitNum <= 0;
            else if(incBit)
                bitNum <= bitNum + 1;
       assign bitDone = (bitNum == 7) ? 1'b1 : 1'b0;
       always_ff @ (posedge clk)
            if(startBit)
                Sout <= 0;
            else if(dataBit)
                Sout <= Din[bitNum];
            else if(parityBit)
                Sout <= ~^Din;
            else
                Sout <= 1;
       always_comb
        begin
            ns = ERR;
            clrTimer = 0;
            startBit = 0;
            dataBit = 0;
            clrBit = 0;
            incBit = 0;
            parityBit = 0;
            Sent = 0;
            if(Reset)
                ns = IDLE;
            else
                case(cs)
                    IDLE: begin
                            clrTimer = 1;
                            if(Send)
                                ns = START;
                            else
                                ns = IDLE;
                          end
                   START: begin
                            startBit = 1;
                            if(timerDone)
                                begin
                                    clrBit = 1;
                                    ns = BITS;
                                end
                            else
                                ns = START;
                          end
                   BITS: begin
                            dataBit = 1;
                            if(timerDone && bitDone)
                                ns = PAR;
                            else if(timerDone && ~bitDone)
                                begin
                                    incBit = 1;
                                    ns = BITS;
                                end
                            else
                                ns = BITS;
                         end
                   PAR: begin
                            parityBit = 1;
                            if(timerDone)
                                ns = STOP;
                            else
                                ns = PAR;
                        end
                   STOP: if(timerDone)
                            ns = ACK;
                         else
                            ns = STOP;
                   ACK: begin
                            Sent = 1;
                            if(Send)
                                ns = ACK;
                            else
                                ns = IDLE;
                        end
                endcase
        end
        always_ff @ (posedge clk)
            cs <= ns;
endmodule
```
`design/flow/run.sh`:
```
#!/bin/bash
# OpenROAD 26Q1-2900-gdf79404cd8, Yosys 0.63+post, stock flow scripts
make -C /OpenROAD-flow-scripts/flow DESIGN_CONFIG=/design/flow/config.mk WORK_HOME=/design/flow/orfs finish
```
`design/flow/config.mk`:
```
export PLATFORM = sky130hd
export DESIGN_NAME = tx
export DESIGN_NICKNAME = tx
export VERILOG_FILES = /design/flow/design.v
export SDC_FILE = /design/flow/constraint.sdc
export NUM_CORES = 4
export LEC_CHECK = 1
export CORE_AREA = 10 10 111 111
export DIE_AREA = 0 0 121 121
```
`design/flow/constraint.sdc`:
```
current_design tx

set clk_period 3.4
set clk_io_pct 0.2

create_clock -name clk0 -period $clk_period [get_ports {clk}]

set non_clock_inputs [all_inputs -no_clocks]
set_input_delay [expr $clk_period * $clk_io_pct] -clock clk0 $non_clock_inputs
set_output_delay [expr $clk_period * $clk_io_pct] -clock clk0 [all_outputs]
```
==> flow_summary.toml <==
# flow metrics
[cells_and_area]
n_fill_cell = 1089
final_core_util_pct = 15.2
logic_area_um2 = 641
regArea_um2 = 480
synthToLayoutAreaGrowth_pct = 29.0
drive_above_1_share_pct = 5.71

[synthesis]
yosys_cells = 129
yosys_warnings = 1
synthFlopType = "dfxtp_1"
ys_ff = 24
top_area_share_pct = 41.4
top_area_cell = "dfxtp_1"
syn-cell-area_mm2 = 0.00116
async_reset_ff_share_pct = 0
ys_area_mm2 = 0.00116
synth_seq_share_pct = 41.4
netlist_instances = 129
topCellsByArea = "dfxtp_1 (41%), xnor2_1 (9.1%), nor2_1 (5.8%), xor2_1 (4.5%), ha_1 (4.3%)"
edf_count = 0
synth_cell_type_count = 31
synth.avg_cell_area_um2 = 9.00

[clock_network]
clock-sinks = 24
cts_max_level = 1
cts_tree = "yes"
insertion_delay_ns = 0.27
clockBufferDepth = 2
cts_root_buffer = "clkbuf_8"
cts_buffers = 3
cts_hold_buf = 0
path_clk_slew_ns = 0.09
cts_setup_buffers = 0
post_cts_resized = 0

[routing]
routed_wirelength_um = 2160
routedWlPerCell_um = 7.92
avgViaCountPerCell = 3.29
drt_iter0_markers = 58
num_antenna_cells = 0
drc = 0
ant_nets = 0
first_pass_iters = 4
vias = 899

[floorplanning]
core_mm2 = 0.00986
die_x_um = 121
ioPinCount = 13
rows = 36
dieArea_mm2 = 0.0146
die_h_um = 121
initial_core_util_pct = 11.8

[sta]
rsz0062_at_grt = "false"
fin_tns_setup_ns = 0
hold_viol_final = 0
holdWs_ns = 0.455
slew-limit-headroom_pct = 49.5
slew_violations = 0
fin_crit_ns = 2.55
final.setup_skew_ns = 0.00744
fin_crit_sh_pct = 75.0
fin_ws_ns = 0.850
setup_viol = 0
worst-slew-pin-transition_ns = 0.751
timing.fmax_ghz = 0.392

[power]
p_per_area_mw_per_mm2 = 384
p_leak_nw = 0.450
power_w = 0.000576
vdd.ir_drop.worst_mv = 0.206

[placement]
place_ws_ns = 0.843
port_buffers = 12
place.gp.congestion = 0.773
dp_hpwl_um = 1560

[global_routing]
grt_pass1_vias = 836
grt_pass1_wl_um = 3800
grt_use_total_pct = 3.04
grt_max_degree = 15
grt_overflow = 0
antenna_found_initial = 0

[hold_path]
hold_path_class = "flop to flop"

[run]
cap_viol_max_count = 0
warnings = 26

[setup_path]
crit_path_start_kind = "primary input"
path_class = "primary input to output pin"
required_ns = 2.72
reg2reg_slack_ns = 1.08
endpoint_kind = "output pin"
crit_fanout = 10
critPathArrivalTime_ns = 1.87

[status]
status = "complete, no violations"
-- cell families (layout without fill, tap and decap cells) --
| group | count (synthesis) | count (layout) | share of synthesized area (%) |
|---|---|---|---|
| adder cells (fa/ha/maj) | 4 | 4 | 4.31 |
| buffers and inverters | 10 | 21 | 3.45 |
| flip-flops | 24 | 24 | 41.4 |
| AND/OR/NAND/NOR | 55 | 55 | 24.6 |
| multiplexers | 4 | 4 | 4.96 |
| AND-OR/OR-AND | 14 | 14 | 7.76 |
| XOR/XNOR | 18 | 18 | 13.6 |
-- cells in the final DEF (no fill, tap or decap) --
cell type / Yosys / routed
dfxtp_1: 24 / 24
nor2_1: 18 / 18
nand2_1: 9 / 9
nor3b_1: 2 / 2
nand3_1: 6 / 6
mux2_4: 1 / 1
or4_1: 1 / 1
mux4_2: 1 / 1
clkdlybuf4s50_1: 0 / 12
nor3_1: 3 / 3
a21oi_1: 5 / 5
clkbuf_8: 0 / 3
bufinv_16: 0 / 1
nor4_1: 3 / 3
mux2i_1: 2 / 2
a2111oi_0: 1 / 1
ha_1: 4 / 4
xor2_1: 6 / 6
xnor2_1: 12 / 12
nand4_1: 4 / 4
and3_1: 1 / 1
nand2b_1: 1 / 1
a22oi_1: 2 / 2
a22o_1: 2 / 2
or3_4: 1 / 1
a221oi_1: 1 / 1
nor2b_1: 1 / 1
o21ai_0: 3 / 3
or3_1: 2 / 2
and4_2: 1 / 1
inv_1: 5 / 5
or4b_1: 2 / 2
-- worst max-delay path, stage by stage --
cell and delay (ns):
clkdlybuf4s50_1 0.56, nor2b_1 0.16, clkdlybuf4s50_1 0.47
-- sequential cells by signal (all words and copies together), names as in the netlist --
signal	flops
cs	6
Sout	1
bitNum	3
Q	14
-- power breakdown --
| group | switching [W] | internal [W] |
|---|---|---|
| Clock | 0.0000891 | 0.000157 |
| Sequential | 0.00000327 | 0.000284 |
| Combinational | 0.0000173 | 0.0000245 |
| Total | 0.000110 | 0.000466 |
-- through the flow --
stage,cell area (µm²),instances
after global routing,1500,273
after detailed placement,1430,269
final,1500,273
after CTS,1500,273
after global placement,1430,269
after floorplan,1160,129
-- routing by layer --
metal | global-route usage [%] | vias up | wire length [µm] | share of wire, %
met2 | 4.29 | 16 | 828 | 38
li1 | - | 470 | - | -
met5 | 0 | - | 0 | 0
met3 | 1.51 | 2 | 167 | 7.7
met1 | 4.25 | 411 | 1150 | 53
met4 | 0.226 | 0 | 20 | 0.93
-- final cells by class --
class | count | share of cell area [%]
Clock buffer | 3 | 2.76
Clock inverter | 1 | 2.01
Inverter | 5 | 1.25
Multi-Input combinational cell | 95 | 42.8
Sequential cell | 24 | 32.1
Tap cell | 133 | 11.1
Timing Repair Buffer | 12 | 8.02
-- cells in the mapped netlist, drive strengths merged (2+ instances only) --
cell type  instances
a21oi              5
a22o               2
a22oi              2
buf                2
clkbuf             3
dfxtp             24
ha                 4
inv                5
mux2i              2
nand2              9
nand3              6
nand4              4
nor2              18
nor3               3
nor3b              2
nor4               3
o21ai              3
or3                3
or4b               2
xnor2             12
xor2               6
-- path summary, 6_finish.rpt --
kind         endpoint  cells after the start  startpoint
max              Sent                      3       Reset
min             cs[1]                      2       cs[1]
max reg2reg     Q[10]                      4        Q[2]
min reg2reg     cs[1]                      2       cs[1]
Power figures rest on the tool's default switching activity, not on a simulated workload.
